## run.sh

```bash
#!/bin/bash
# OpenROAD 26Q1-2900-gdf79404cd8, Yosys 0.63+post, stock flow scripts
make -C /OpenROAD-flow-scripts/flow DESIGN_CONFIG=/design/flow/config.mk WORK_HOME=/design/flow/orfs finish
```

## config.mk

```make
export PLATFORM = sky130hd
export DESIGN_NAME = clock_converter
export DESIGN_NICKNAME = clock_converter
export VERILOG_FILES = /design/flow/design.v
export SDC_FILE = /design/flow/constraint.sdc
export NUM_CORES = 4
export LEC_CHECK = 1
export CORE_AREA = 10 10 110 110
export DIE_AREA = 0 0 120 120
```

## constraint.sdc

```tcl
current_design clock_converter

set clk_period 4.2
set clk_io_pct 0.2

create_clock -name clk0 -period $clk_period [get_ports {clock}]

set non_clock_inputs [all_inputs -no_clocks]
set_input_delay [expr $clk_period * $clk_io_pct] -clock clk0 $non_clock_inputs
set_output_delay [expr $clk_period * $clk_io_pct] -clock clk0 [all_outputs]
```

## design.v

```verilog
module clock_converter(output Y, input clock, input reset );
	reg elapsed; 
	reg [25:0] state;
	always @(posedge clock) if (reset == 1) state <= 0;
	else if (state == 50000) state <= 0; else state <= state + 1;
	always @(state)
	if (state == 50000) elapsed = 1;
	else elapsed = 0; assign Y = elapsed;
endmodule
```

==> metrics.csv <==
metric,value,unit
clock_latency,0.27,ns
utilization,0.157,
synthTopCellsByArea,"dfxtp_1 40%, xnor2_1 6.0%, nor2_1 5.1%",
yosys.area_share.aoi,0.107,
track_usage,0.0346,
cts_tree,built,
top_area_cell,dfxtp_1,
fmax,348,MHz
cts-root-buf,clkbuf_8,
drt-pass1-iter-count,4,
ios,3,
avgViaCountPerCell,3.77,
clock-sinks,26,
diodes,0,
ff2ff_path_depth,5,
grt_pass1_wl,4410,um
synth-seq-area-share,0.397,
overflow,0,
finClkSkew,0.00446,ns
final_cells,285,
busiest_layer,met2,
intPower,0.382,mW
mux_area_frac,0,
grt.met2_usage,0.0588,
r2r-end,state[19],
leakagePower,0.452,nW
tool_warnings,26,
dieArea,14400,um^2
fp_util,0.134,
via_count,1075,
top_logic_kind,simple AND/OR/NAND/NOR gates,
p_total,0.471,mW
rows,36,
place.gp.congestion,0.803,
r2r_start,state[16],
drt-initial-drc-count,102,
rsz0062_at_grt,no,
adder_share,0.0191,
cts_setup_buffers,0,
critPathCaptureType,primary output,
relSlewSlack,0.672,
irDropWorstVdd,0.138,mV
globalRouteMet3Util,0.00524,
cts.clk_slew.worst_paths,0.09,ns
startpoint_type,register,
worst-path-max-fanout,5,
tightest_slew,0.491,ns
power_frac_seq,0.534,
xor_share,0.0934,
synthSimpleGateAreaFrac,0.322,
clkPwrFrac,0.434,
ys_warn_count,1,
synth_area,1310,um^2
finalCritPeriodShare,0.684,
yosys_area,1310,um^2
grt_use_met1,0.0460,
criticalPathCategory,register to primary output,
drv_slew,0,
die_width,120,um
ctsLongestPathBuffers,2,
crit_arrival,2.03,ns
p_comb_frac,0.032,
layout-drive-gt1-share,0.0789,
drv_cap,0,
regMostFlops,state,
area_delta_synth_final,16.6,%
post-route-min-period,2.87,ns
min_path_cells,1,
fill_cells,1098,
dp_hpwl,1810,um
holdPathEnd,state[0],
antenna_found_initial,0,
wire_per_inst,8.93,um
grt_start_max_net_pins,21,
numCtsBuffers,3,
grt_pass1_vias,972,
hold_viol,0,
crit_required,3.36,ns
min_path_type,register to register,
status,"finished, final reports clean",
synth_flops,26,
yosysCellCount,151,
dp.cells,281,
avgSynthCellArea,8.69,um^2
cts_resized,0,
drtAntennaViolNets,0,
cts_hold_buf,0,
min_from,state[0],
setup_viol,0,
drc,0,
die_h,120,um
reg_top3,state: 26 flops,
largest_register_ffs,26,
critPathLaunch,state[16],
switching_share,0.190,
yosysUniqueCellTypes,27,
rrSetupSlack,2.13,ns
coreArea,9770,um^2
wirelength,2550,um
top_cell_area_share,0.397,
power.switching,0.0897,mW
tns,0,ns
power.density,308,nW/um^2
io_buffer_count,2,
h-tree-depth,1,
syn_inst,151,
-- through the flow --
step                      area, um^2  hold WS, ns  setup WS (ns)
after floorplan                 1310        0.437           2.26
after CTS                       1530        0.480           1.33
after detailed placement        1460        0.459           1.65
final                           1530        0.477           1.33
after global placement          1460        0.457           1.54
after global routing            1530        0.491           1.16
-- synth_stat cells (all sizes together) --
cell type,n
a21oi,10
o31ai,5
nand2,6
dfxtp,26
or3,7
nor3,1
nand3,8
buf,5
or4,7
clkbuf,1
xnor2,9
o41ai,1
inv,9
nand4,11
nor4b,1
or4b,1
nor2,18
o21ai,5
ha,2
and3,2
or2,2
and4,1
xor2,5
nor4,8
-- layout make-up --
type / count / area [um^2] / share of cell area
repair buffers: 3 / 27.5 / 0.0180
inverters: 9 / 33.8 / 0.0221
clock inverters: 1 / 30.0 / 0.0196
flip-flops and latches: 26 / 520 / 0.340
multi-input cells: 110 / 711 / 0.464
well taps: 133 / 166 / 0.109
clock buffers: 3 / 41.3 / 0.0270
-- worst max-delay path by stage --
stage     endpoint  cells past startpoint
6_report         Y                      4
5_1_grt          Y                      4
4_1_cts          Y                      4
-- power by group through the flow --
stage	registers (mW)	logic [mW]	clock network, mW
finish	0.252	0.0149	0.205
CTS	0.252	0.0151	0.211
global route	0.252	0.0168	0.221
-- placed cells by master (no fill, tap or decap) --
master	instances
clkbuf_8	3
or4b_4	1
nand4_1	9
or3_1	7
ha_1	2
nor4_1	8
o41ai_4	1
and3_1	2
buf_4	1
nor4b_1	1
nand3_1	8
bufinv_16	1
o31ai_1	5
xnor2_1	9
nand2_1	6
nor2_1	18
or4_1	6
a21oi_1	10
and4_1	1
xor2_1	5
dfxtp_1	26
o21ai_0	5
nand4_2	2
clkdlybuf4s50_1	2
inv_1	9
nor3_1	1
or2_2	2
or4_4	1
-- kinds of logic after synthesis --
logic type / after synthesis
AND-OR/OR-AND: 21
AND/OR/NAND/NOR: 73
XOR/XNOR: 14
buffers and inverters: 15
adder cells (fa/ha/maj): 2
flip-flops: 26
-- metal layers --
metal	vias up	wire length (um)
li1	553	-
met2	14	1140
met1	504	1320
met5	-	0
met3	4	62
met4	0	26
-- worst max-delay path, stage by stage (launching register included) --
cell	delay (ns)
dfxtp_1	0.36
nor4_1	0.36
nand4_1	0.22
nor4_1	0.31
clkdlybuf4s50_1	0.52
No activity file was given, so power comes from the tool's default toggle rates.
